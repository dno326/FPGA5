$ cat ./config.mk
export PLATFORM = sky130hd
export DESIGN_NAME = Multi_Seg_Driver
export DESIGN_NICKNAME = Multi_Seg_Driver
export VERILOG_FILES = /design/flow/design.v
export SDC_FILE = /design/flow/constraint.sdc
export NUM_CORES = 4
export LEC_CHECK = 1
export CORE_AREA = 10 10 75 75
export DIE_AREA = 0 0 85 85
$ cat ./constraint.sdc
current_design Multi_Seg_Driver

set clk_period 1.6
set clk_io_pct 0.2

create_clock -name clk0 -period $clk_period [get_ports {clk}]

set non_clock_inputs [all_inputs -no_clocks]
set_input_delay [expr $clk_period * $clk_io_pct] -clock clk0 $non_clock_inputs
set_output_delay [expr $clk_period * $clk_io_pct] -clock clk0 [all_outputs]
$ cat ./design.v
`timescale 1ns / 1ps
module Multi_Seg_Driver(clk,bcd_in,sseg_a_o,sseg_c_o);
input clk;
input [15:0] bcd_in;
output [3:0] sseg_a_o;
output [6:0] sseg_c_o;
wire en;
wire [3:0] anode, bcd_seg;
anode_gen UUT1(clk, en, anode);
Mux4_to_1 UUT2(anode, bcd_seg, en, bcd_in, sseg_a_o);
ss_decode  UUT3(clk, bcd_seg,sseg_c_o);
endmodule
module anode_gen(clk, en, anode);
input clk;
output reg en;
output [3:0] anode = 4'b1000;
reg [3:0] bcd_seg = 4'b0000;
reg [3:0] anode = 4'b1000;
parameter g_s = 8;
parameter gt = 7;
reg [g_s-1:0] g_count = 0;
    always @(posedge clk)
    begin
    g_count = g_count +1;
        if(g_count == 0)
            begin
            if(anode == 4'b0001)
                begin
                anode = 4'b1000;
                end
            else
                begin
                anode = anode >>1;
                end
            end
    end
    always @(posedge clk)
    begin
        if (&g_count[g_s-1:gt])
            begin
            en = 1'b1;
            end
        else
            en = 1'b0;
    end
endmodule
module ss_decode (clk, bcd, SEG);
    input clk;
    input [3:0] bcd;
    output reg [6:0] SEG;
    always @(posedge clk)
    begin
        case(bcd)
            0 : SEG = 7'b1000000;
            1 : SEG = 7'b1111001;
            2 : SEG = 7'b0100100;
            3 : SEG = 7'b0110000;
            4 : SEG = 7'b0011001;
            5 : SEG = 7'b0010010;
            6 : SEG = 7'b0000010;
            7 : SEG = 7'b1111000;
            8 : SEG = 7'b0000000;
            9 : SEG = 7'b0010000;
            default : SEG = 7'b1111111;
        endcase
    end
endmodule
module Mux4_to_1(anode, bcd_seg, en, bcd_in, sseg_a_o);
    input en;
    input [3:0] anode;
    input [15:0] bcd_in;
    output [3:0] sseg_a_o;
    output reg [3:0] bcd_seg;
    always @(*)
    begin
        if(en)
        begin
            case(anode)
                4'b1000 : bcd_seg = bcd_in[15:12];
                4'b0100 : bcd_seg = bcd_in[11:8];
                4'b0010 : bcd_seg = bcd_in[7:4];
                4'b0001 : bcd_seg = bcd_in[3:0];
                default : bcd_seg = 4'b1111;
            endcase
        end
    end
    assign sseg_a_o = ~anode;
endmodule
$ cat ./run.sh
#!/bin/bash
# OpenROAD 26Q1-2900-gdf79404cd8, Yosys 0.63+post, stock flow scripts
make -C /OpenROAD-flow-scripts/flow DESIGN_CONFIG=/design/flow/config.mk WORK_HOME=/design/flow/orfs finish
==> results.tsv <==
stage	metric	value	unit
die	die span in x	85	um
die	io pins	28	
setup_path	worst reg-to-reg path cell count	3	
placement	GP Congestion	0.7602	
setup_path	Critical Path Stages	1	
layout	area delta synth->final	25.72	%
clock_tree	TritonCTS clock tree	built	
detailed_routing	DRT antenna net count	0	
setup_path	startpoint types	flop	
die	die area	7225	sq um
synthesis	Synth Warn #	4	
power	maximum vdd drop	0.0002817	V
synthesis	Synth cell types	21	
grt	vias in the first global route	448	
placement	Place WS	506.0	ps
power	net switching power figure	120.0	uW
setup_path	crit path max fanout	1	
detailed_routing	post-DR vias/cell	3.407	
synthesis	count of library flops with an enable pin	0	
clock_tree	register clock-pin slew on the reported worst setup and hold paths	60	ps
synthesis	Cell area leaders	dfxtp_1, ha_1, dlxtp_1, xnor2_1, o21ai_0	
setup_path	Slowest cell on crit path	clkdlybuf4s50_1	
clock_tree	CTS resizes	0	
synthesis	post-synth top area cell	dfxtp_1	
synthesis	post-synthesis cell area	734.5	sq um
detailed_routing	initial drt markers	42	
worst_hold_path	worst hold path class	reg -> reg	
synthesis	synth cell count leaders	dfxtp_1, ha_1, o21ai_0	
clock_tree	H-Tree Depth	1	
clock_tree	clock buffer count from CTS	3	
worst_hold_path	Hold Path Stages	0	
power	leakage	0.0003809	uW
sta	register pins left without a clock	4	
die	FP Util	18.10	%
run	max-cap viol count	0	
die	Cell Rows	23	
clock_tree	root buffer cell	clkbuf_8	
sta	final slew viol count	0	
setup_path	Worst R2R End	UUT1.g_count[5]	
worst_hold_path	HP Start	UUT1.g_count[7]	
setup_path	r2r setup slk	620	ps
grt	largest net degree at the start of global routing	12	
detailed_routing	drt wl/cell	8.459	um
power	clock group share of total power	45.0	%
worst_hold_path	Endpoint, Worst Hold	UUT1.en	
layout	final-layout fill cell count	420	
synthesis	YS chip area	734.5	sq um
setup_path	Setup Crit Path Kind	reg -> out	
layout	share of cells above drive strength 1	5.882	%
setup_path	Critical Path Sink Type	output port	
setup_path	worst path arrival time	1010	ps
die	Die Y	85	um
synthesis	syn avg cell area	9.925	sq um
clock_tree	worst skew pair latency	240	ps
synthesis	yosys stat cell total	74	
sta	fmax	750.3	MHz
detailed_routing	ANT cells	0	
clock_tree	CTS Hold Buffers Added	0	
detailed_routing	drt pass-1 iters	4	
synthesis	main flop type	dfxtp_1	
clock_tree	Clock Path Buffers	2	
sta	endpoints left unconstrained	11	
placement	dpl hpwl	946.7	um
synthesis	Synthesized registers	20	
power	Tot Pwr	745.6	uW
sta	Final Hold Viols	0	
synthesis	cells after synthesis	74	
setup_path	CP cell instances	clkdlybuf4s50_1	
sta	RSZ-0062 raised after global routing	false	
grt	total gr overflow	0	
power	Int Pwr	625.6	uW
grt	global-route usage over all layers	3.033	%
setup_path	worst r2r src	UUT1.g_count[2]	
clock_tree	Post-CTS Setup Inserts	0	
sta	Hold Slack	366.5	ps
sta	fin worst setup slack	267.2	ps
grt	initial antenna violation count	0	
sta	minimum clock period	1333	ps
setup_path	CP Data Required Time	1280	ps
sta	clock skew	0.8277	ps
die	core area	4058	sq um
power	logic gate share of total power	1.3	%
placement	Port Buffer Count	11	
setup_path	CP top delay family	buffers and inverters	
run	tool warnings	41	
synthesis	Synth top cell by count	dfxtp_1	
detailed_routing	DRC	0	
grt	first-pass GRT wire length	1.911	mm
power	sw frac	16.09	%
sta	Final setup viols	0	
sta	fin crit share	83.30	%
synthesis	asr flop ratio synth	0	%
power	Flop pwr share	53.6	%
setup_path	Crit path largest cell delay	460	ps
detailed_routing	via count	460	
sta	Fin Setup TNS	0	ps
power	P per Cell Area	807.5	nW/um^2
outcome	outcome	complete, no violations	
detailed_routing	Total Routed Length	1.142	mm
synthesis	top cell type's share of synthesized area	43.61	%
setup_path	Buffers & Inverters on Critical Path	1	
-- state kept, by name (all words and copies together), names as in the netlist --
signal and count:
UUT1.g_count 8, UUT3.SEG 7, UUT2.bcd_seg 4, UUT1.en 1
-- worst max-delay path by stage --
stage	slack, ps	endpoint	from
after CTS	240	sseg_c_o[5]	UUT3.SEG[5]
final	270	sseg_c_o[5]	UUT3.SEG[5]
after global routing	220	sseg_c_o[6]	UUT3.SEG[6]
-- cell type report --
| type | count | area (sq um) | share of cell area (%) |
|---|---|---|---|
| sequential | 20 | 380.4 | 41.19 |
| timing repair buffer | 11 | 110.1 | 11.92 |
| inverter | 4 | 15.01 | 1.626 |
| multi-input combinational | 46 | 300.3 | 32.52 |
| clock buffer | 4 | 55.05 | 5.962 |
| tap | 50 | 62.56 | 6.775 |
-- cell usage in the layout (no fill, tap or decap) --
master	n
a21oi_1	2
a21oi_2	1
a31oi_1	1
and3_1	2
clkbuf_8	4
clkdlybuf4s50_1	11
conb_1	4
dfxtp_1	16
dlxtp_1	4
ha_1	6
inv_1	4
nand2_1	2
nand2b_1	4
nand3_1	5
nor2_1	5
o21ai_0	6
or2_1	1
or2b_1	1
xnor2_1	5
xor2_1	1
-- kinds of logic (layout without fill, tap and decap cells) --
kind of cell / count (synthesis) / in the layout / synth area share, %
compound gates: 10 / 10 / 7.497
flops: 16 / 16 / 43.61
fa+ha+maj: 6 / 6 / 10.22
xor+xnor: 6 / 6 / 7.155
other cells: 2 / 4 / 1.023
latches: 4 / 4 / 8.177
simple gates: 20 / 20 / 13.97
buf+inv: 10 / 19 / 8.346
-- power groups by stage --
stage     Sequential, uW  Combinational (uW)  Clock [uW]
5_1_grt              399                11.3         367
4_1_cts              400                10.7         346
6_report             400                10.0         336
-- per-layer routing --
layer | global-route usage [%] | vias up | part of all wire, %
met1 | 3.069 | 201 | 42
met5 | 0 | - | 0
met4 | 0.4491 | 0 | 0.79
met2 | 5.790 | 10 | 52
met3 | 1.156 | 2 | 5.6
li1 | - | 247 | -
-- metrics by stage --
stage	util [%]	instance area, sq um	std cells
after global routing	22.76	923.4	135
after global placement	21.40	868.3	131
after floorplan	-	742.0	76
final	22.76	923.4	135
after detailed placement	21.40	868.3	131
after CTS	22.76	923.4	135
No activity file was given, so power comes from the tool's default toggle rates.
